**./config.mk**
```make
export PLATFORM = sky130hd
export DESIGN_NAME = router
export DESIGN_NICKNAME = router
export VERILOG_FILES = /design/flow/design.v
export SDC_FILE = /design/flow/constraint.sdc
export NUM_CORES = 4
export LEC_CHECK = 1
export CORE_UTILIZATION = 50
```
**./constraint.sdc**
```tcl
current_design router

set clk_period 10.2
set clk_io_pct 0.2

create_clock -name clk0 -period $clk_period [get_ports {clk}]

set non_clock_inputs [all_inputs -no_clocks]
set_input_delay [expr $clk_period * $clk_io_pct] -clock clk0 $non_clock_inputs
set_output_delay [expr $clk_period * $clk_io_pct] -clock clk0 [all_outputs]
```
**./design.v**
```verilog
 module fifo1(input clk,rst,sft_rst,read_enb,write_enb,lfd_state,input [7:0] data_in,output reg[7:0] data_out,output empty,full);
reg [8:0]mem[0:15];
reg [4:0] w_ptr,r_ptr;
reg lfd_t;
integer i;
reg [5:0]temp;
always@(posedge clk)
begin
        if(rst==1'b0)
        begin
                w_ptr<=5'b0;
                for(i=0;i<16;i=i+1)
                begin
                        mem[i]<=9'b0;
                end
        end
        else if(sft_rst)
        begin
                w_ptr<=5'b0;
                for(i=0;i<16;i=i+1)
                begin
                        mem[i]<=9'b0;
                end
        end
        else if(write_enb && !full)
        begin
                mem[w_ptr[3:0]]<={lfd_t,data_in};
                w_ptr<=w_ptr+1'b1;
        end
        else
                        w_ptr<=w_ptr;
end
always@(posedge clk)
begin
        if(rst==1'b0)
        begin
                r_ptr<=5'b0;
                data_out<=8'b0;
        end
        else if(empty==0 && read_enb==1'b1)
        begin
                data_out<=mem[r_ptr[3:0]];
                r_ptr<=r_ptr+1'b1;
        end
        else if(sft_rst==1'b1)
        begin
                data_out<=8'bz;
        end
        else if(temp==0)
                        data_out<=8'bz;
end
always@(posedge clk)
begin
        if(rst==1'b0)
        begin
                lfd_t<=0;
        end
        else if(sft_rst==1'b1)
                lfd_t<=0;
        else
                lfd_t<=lfd_state;
end
always@(posedge clk)
begin
        if(rst==0)
                temp<=0;
        else if(sft_rst)
                temp<=0;
        else if(empty==0 && read_enb)
        begin
                if(mem[r_ptr[3:0]][8]==1)
                temp<=mem[r_ptr[3:0]][7:2]+1'b1;
                else if(temp!=0)
           temp<=temp-1'b1;
                end
end
assign full=(w_ptr==5'd16 && r_ptr==5'd0)?1'b1:1'b0;
assign empty=(r_ptr==w_ptr)?1'b1:1'b0;
endmodule
module register(input clk,rst,pkt_valid,fifo_full,rst_int_reg,detect_add,ld_state,laf_state,full_state,lfd_state,input [7:0] data_in,output reg parity_done,low_pkt_valid,err,output reg [7:0] dout);
reg [7:0] header;
reg [7:0] full_state_byte;
reg [7:0] internal_parity;
reg [7:0] packet_parity;
always@(posedge clk)
begin
        if(rst==1'b0)
        begin
                dout<=8'b0;
                full_state_byte<=0;
                end
        else if(detect_add && pkt_valid && data_in[1:0]!=2'd3)
                dout<=dout;
        else if(lfd_state)
                dout<=header;
        else if(ld_state && !fifo_full)
                dout<=data_in;
        else if(ld_state && fifo_full)
                full_state_byte<=data_in;
        else if(laf_state)
                dout<=full_state_byte;
        else
                dout<=dout;
end
always@(posedge clk)
begin
        if(rst==1'b0)
                header<=0;
        else if(detect_add && pkt_valid && data_in[1:0]!=3)
                header<=data_in;
        else
                header<=header;
end
always@(posedge clk)
begin
        if(rst==1'b0)
                internal_parity<=8'b0;
        else if(detect_add)
                internal_parity<=8'b0;
        else if(lfd_state)
                internal_parity<=internal_parity^header;
        else if(pkt_valid && ld_state && !full_state)
                internal_parity<=internal_parity^data_in;
        else
                internal_parity<=internal_parity;
end
always@(posedge clk)
begin
        if(rst==1'b0)
                 packet_parity<=8'b0;
        else if(detect_add)
                 packet_parity<=8'b0;
        else if(ld_state && !pkt_valid)
                 packet_parity<=data_in;
        else
                 packet_parity<= packet_parity;
 end
always@(posedge clk)
begin
        if(rst==1'b0)
                parity_done<=1'b0;
        else if((ld_state==1'b1 && (!fifo_full && !pkt_valid)) || (laf_state && low_pkt_valid && (!parity_done)))
                parity_done<=1'b1;
        else if(detect_add)
                parity_done<=1'b0;
end
always@(posedge clk)
begin
        if(!rst)
                low_pkt_valid<=1'b0;
        else if(rst_int_reg==1'b1)
                low_pkt_valid<=1'b0;
        else if(ld_state && (!pkt_valid))
                low_pkt_valid<=1'b1;
        else
        low_pkt_valid<=1'b0;
end
always@(posedge clk)
begin
        if(!rst)
                err<=1'b0;
        else if((packet_parity!=internal_parity) && (parity_done))
                err<=1'b1;
        else if((packet_parity ==internal_parity) && parity_done)
                err<=1'b0;
end
endmodule
module router(input clk,rst,
                                                read_enb_0,read_enb_1,read_enb_2,pkt_valid,
                                                input [7:0] data_in,
                                                output vld_out_0,vld_out_1,vld_out_2,err,busy,
                                                output [7:0] data_out_0,data_out_1,data_out_2);
wire [2:0] write_enb;
wire [7:0] dout;
fifo1 F0(.clk(clk),.rst(rst),.write_enb(write_enb[0]),.sft_rst(sft_rst_0),.read_enb(read_enb_0),.data_in(dout),.lfd_state(lfd_state),.empty(fifo_empty_0),.data_out(data_out_0),.full(full_0));
fifo1 F1(.clk(clk),.rst(rst),.write_enb(write_enb[1]),.sft_rst(sft_rst_1),.read_enb(read_enb_1),.data_in(dout),.lfd_state(lfd_state),.empty(fifo_empty_1),.data_out(data_out_1),.full(full_1));
fifo1 F2(.clk(clk),.rst(rst),.write_enb(write_enb[2]),.sft_rst(sft_rst_2),.read_enb(read_enb_2),.data_in(dout),.lfd_state(lfd_state),.empty(fifo_empty_2),.data_out(data_out_2),.full(full_2));
Synchronizer synch1(.detect_add(detect_add),.data_in(data_in[1:0]),.clk(clk),.rst(rst),.write_enb_reg(write_enb_reg),
                                         .read_enb_0(read_enb_0),.read_enb_1(read_enb_1),.read_enb_2(read_enb_2),
                                         .empty_0(fifo_empty_0),.empty_1(fifo_empty_1),.empty_2(fifo_empty_2),
                                         .full_0(full_0),.full_1(full_1),.full_2(full_2),
                                         .vld_out_0(vld_out_0),.vld_out_1(vld_out_1),.vld_out_2(vld_out_2),
                                         .sft_rst_0(sft_rst_0),.sft_rst_1(sft_rst_1),.sft_rst_2(sft_rst_2),
                                         .fifo_full(fifo_full),.write_enb(write_enb));
fsm fsm1(.clk(clk),.rst(rst),.pkt_valid(pkt_valid),
       .parity_done(parity_done),
            .sft_rst_0(sft_rst_0),.sft_rst_1(sft_rst_1),.sft_rst_2(sft_rst_2),
            .fifo_full(fifo_full),.low_pkt_valid(low_pkt_valid),
                 .fifo_empty_0(fifo_empty_0),.fifo_empty_1(fifo_empty_1),.fifo_empty_2(fifo_empty_2),
            .data_in(data_in[1:0]),
            .busy(busy),.detect_add(detect_add),.ld_state(ld_state),.laf_state(laf_state),.full_state(full_state),
                 .write_enb_reg(write_enb_reg),.rst_int_reg(rst_int_reg),.lfd_state(lfd_state));
register r1(.clk(clk),.rst(rst),.pkt_valid(pkt_valid),.fifo_full(fifo_full),
                                .rst_int_reg(rst_int_reg),.detect_add(detect_add),.ld_state(ld_state),.laf_state(laf_state),
                                .full_state(full_state),.lfd_state(lfd_state),.data_in(data_in),
                                .parity_done(parity_done),.low_pkt_valid(low_pkt_valid),.err(err),.dout(dout));
endmodule
module Synchronizer(input rst,clk,detect_add,
                          read_enb_0,read_enb_1,read_enb_2,
                          full_0,full_1,full_2,
                          empty_0,empty_1,empty_2,
                          write_enb_reg,
                          input [1:0] data_in,
                    output vld_out_0,vld_out_1,vld_out_2,
                         output reg sft_rst_0,sft_rst_1,sft_rst_2,
                            fifo_full,
                    output reg [2:0] write_enb);
            reg [1:0] address;
            reg [7:0] count_0,count_1,count_2;
                 wire flag_0,flag_1,flag_2;
            always@(posedge clk)
            begin
                    if(rst==1'b0)
                            address<=2'bzz;
                    else if(detect_add==1'b1)
                            address<=data_in;
            end
            always@(*)
            begin
                    if(write_enb_reg==1'b1)
                         begin
                            case(address)
                                    2'b00:write_enb=3'b001;
                                    2'b01:write_enb=3'b010;
                                    2'b10:write_enb=3'b100;
                                    default : write_enb=3'b000;
                    endcase
                         end
                    else
                            write_enb=3'b000;
            end
            always@(*)
            begin
                    case(address)
                            2'b00:fifo_full=full_0;
                            2'b01:fifo_full=full_1;
                            2'b10:fifo_full=full_2;
                            default:fifo_full=1'b0;
            endcase
    end
    assign vld_out_0= ~empty_0;
    assign vld_out_1= ~empty_1;
    assign vld_out_2= ~empty_2;
    assign flag_0=(count_0==8'd29);
    assign flag_1=(count_1==8'd29);
    assign flag_2=(count_2==8'd29);
    always@(posedge clk)
    begin
            if(rst==1'b0)
            begin
                    count_0<=0;
                    sft_rst_0<=1'b0;
            end
            else if(vld_out_0==1'b0)
            begin
                    count_0<=0;
                    sft_rst_0<=1'b0;
            end
            else if(read_enb_0==1'b1)
            begin
                    count_0<=8'b0;
                    sft_rst_0<=1'b0;
            end
            else
            begin
                    if(flag_0)
                            begin
                                    count_0<=0;
                                    sft_rst_0<=1'b1;
                            end
                    else
                            count_0<=count_0+1;
            end
    end
         always@(posedge clk)
    begin
            if(rst==1'b0)
            begin
                    count_1<=0;
                    sft_rst_1<=1'b0;
            end
            else if(vld_out_1==1'b0)
            begin
                    count_1<=0;
                    sft_rst_1<=1'b0;
            end
            else if(read_enb_1==1'b1)
            begin
                    count_1<=8'b0;
                    sft_rst_1<=1'b0;
            end
            else
            begin
                    if(flag_1)
                            begin
                                    count_1<=0;
                                    sft_rst_1<=1'b1;
                            end
                    else
                            count_1<=count_1+1;
            end
    end
         always@(posedge clk)
    begin
            if(rst==1'b0)
            begin
                    count_2<=0;
                    sft_rst_2<=1'b0;
            end
            else if(vld_out_2==1'b0)
            begin
                    count_2<=0;
                    sft_rst_2<=1'b0;
            end
            else if(vld_out_2==1'b0)
            begin
                    count_2<=0;
                    sft_rst_2<=1'b0;
            end
            else if(read_enb_2==1'b1)
            begin
                    count_2<=1'b0;
                    sft_rst_2<=1'b0;
            end
            else
            begin
                    if(flag_2)
                            begin
                                    count_2<=0;
                                    sft_rst_2<=1'b1;
                            end
                    else
                            count_2<=count_2+1;
            end
    end
    endmodule
module fsm(input clk,rst,pkt_valid,parity_done,
                 sft_rst_0,sft_rst_1,sft_rst_2,
                 fifo_full,low_pkt_valid,
                 fifo_empty_0,fifo_empty_1,fifo_empty_2,
           input [1:0] data_in,
           output busy,detect_add,ld_state,laf_state,full_state,write_enb_reg,rst_int_reg,lfd_state);
parameter decoder_address=3'b000,
               load_first_data=3'b001,
               wait_till_empty=3'b010,
                         load_data=3'b011,
                    load_parity=3'b100,
               check_parity_error=3'b101,
               fifo_full_state=3'b110,
               load_after_full=3'b111;
  reg [2:0] state,next_state;
  always@(posedge clk)begin
          if(rst==1'b0)
                  state<= decoder_address;
                else if(sft_rst_0 ||sft_rst_1 || sft_rst_2)
                        state<= decoder_address;
          else
                  state<=next_state;
  end
  always@(*)
       begin
               next_state=decoder_address;
               case(state)
                                decoder_address:if((pkt_valid &&(data_in[1:0]==0)&& fifo_empty_0)||
                                               (pkt_valid &&(data_in[1:0]==1)&& fifo_empty_1)||
                                                         (pkt_valid &&(data_in[1:0]==2)&& fifo_empty_2))
                                                                                  begin
                                                                                                next_state=load_first_data;
                                                                                  end
                                        else if((pkt_valid &&(data_in[1:0]==0)&& !fifo_empty_0)||
                                                            (pkt_valid &&(data_in[1:0]==1)&& !fifo_empty_1)||
                                                            (pkt_valid &&(data_in[1:0]==2)&& !fifo_empty_2))
                                                                                  begin
                                                                                                next_state=wait_till_empty;
                                end
                                                                         else
                                                                                                next_state=decoder_address;
                       load_first_data:next_state=load_data;
                                 wait_till_empty:if((fifo_empty_0  && (data_in[1:0]==0)) ||
                                                                                   (fifo_empty_1 && (data_in[1:0]==1)) ||
                                                          (fifo_empty_2 && (data_in[1:0]==2)) )
                                                                                        next_state= load_first_data;
                                                                         else
                                                                                        next_state=wait_till_empty;
                       load_data:if((!fifo_full) && (!pkt_valid))
                                                                        next_state=load_parity;
                                                          else if(fifo_full)
                                                                        next_state=fifo_full_state;
                                                          else
                                                                        next_state=load_data;
                                load_parity:next_state=check_parity_error;
                                check_parity_error:if(!fifo_full)
                                                                                                next_state=decoder_address;
                                                                                 else if(fifo_full)
                                                                                                next_state=fifo_full_state;
                                fifo_full_state:if(!fifo_full)
                                                next_state=load_after_full;
                                        else
                                                next_state=fifo_full_state;
                                load_after_full:if(!parity_done && !low_pkt_valid)
                                           next_state=load_data;
                                        else if(!parity_done && low_pkt_valid)
                                                                        next_state=load_parity;
                                                  else if(parity_done)
                                                                        next_state=decoder_address;
                                                  else
                                                                        next_state=load_after_full;
                endcase
        end
assign busy=((state==load_first_data) ||(state==load_parity)||(state==fifo_full_state) ||(state==load_after_full) ||(state== wait_till_empty) || (state==check_parity_error));
assign detect_add= (state==decoder_address);
assign ld_state= (state==load_data);
assign laf_state= (state==load_after_full);
assign full_state= (state==fifo_full_state);
assign write_enb_reg=(state==load_parity) ||(state==load_data) ||(state==load_after_full) ;
assign rst_int_reg=(state==check_parity_error);
assign lfd_state=(state==load_first_data);
endmodule
```
**./run.sh**
```bash
#!/bin/bash
# OpenROAD 26Q1-2900-gdf79404cd8, Yosys 0.63+post, stock flow scripts
make -C /OpenROAD-flow-scripts/flow DESIGN_CONFIG=/design/flow/config.mk WORK_HOME=/design/flow/orfs finish
```
==> impl_metrics.csv <==
group,metric,value,unit
global_routing,gr-usage-met1,39.4,%
cells_and_area,reg.largest.list,"F0.mem: 144 flops, F1.mem: 144 flops, F2.mem: 144 flops",
global_routing,grt_remaining_overflow,0,
min_path,hold_depth,1,
global_routing,grt.total_usage,26.0,%
place,pre_cts_ws,4.73,ns
yosys,numSynthFlops,599,
min_path,whs_endpoint,"r1.low_pkt_valid",
min_path,min_path_type,"flip-flop to flip-flop",
place,post-dp-hpwl,41700,um
power,power_density,166,nW/um^2
global_routing,grt_pass1_wl,101000,um
detailed_routing,drc,0,
job,warnings,43,
final_timing,finalClockSkew,0.0289,ns
global_routing,grt_max_degree,50,
yosys,syn_area,27900,um^2
final_timing,setup_viol_count_final,0,
job,max-cap-violations,0,
power,ir_drop,0.145,mV
detailed_routing,drt-pass1-iter-count,5,
yosys,yosysUniqueCellTypes,76,
setup_path,ff2ff_path_depth,10,
clock_tree,clk_latency,0.64,ns
die,core.rowCount,86,
detailed_routing,antenna_cells,0,
detailed_routing,drt_iter0_drc,857,
clock_tree,cts_tree,"done",
setup_path,path_class,"input pin to flip-flop",
cells_and_area,final_cell_area,31000,um^2
final_timing,post-route-period-util,47.6,%
clock_tree,path_clk_slew,0.06,ns
final_timing,max-slew-margin-rel,32.7,%
yosys,async_flop_share,0,%
clock_tree,clock-sinks,599,
detailed_routing,wl_per_cell,22.0,um
setup_path,end_kind,"flip-flop",
cells_and_area,synthToLayoutAreaGrowth,11.3,%
status,status,"completed",
die,core,55100,um^2
setup_path,critPathRequiredTime,10.48,ns
final_timing,fmax,0.206,GHz
final_timing,fin_crit,4.86,ns
global_routing,antenna_found_initial,0,
die,chipArea,56700,um^2
final_timing,finalHoldViolations,0,
setup_path,crit_fanout,27,
global_routing,first_global_vias,16700,
yosys,edf_count,434,
min_path,hp-start,"fsm1.state[5]",
place,io_buffers,42,
power,cellLeakagePower,11.4,nW
clock_tree,ctsHoldBuffers,0,
clock_tree,cts_setup_buffers,0,
place,placed_area,29100,um^2
yosys,flop_cell,"edfxtp_1",
setup_path,rrSetupSlack,7.01,ns
die,io_pins,43,
die,initCoreUtil,50.6,%
global_routing,grtUsageMet3,10.6,%
clock_tree,htree_levels,2,
clock_tree,cts-resized-gates,0,
detailed_routing,ant_nets,0,
die,die_h,238,um
final_timing,grt_setup_unrepaired,"false",
yosys,ys_chip_area,27900,um^2
final_timing,setup_tns,0,ns
yosys,ys_cells,2141,
clock_tree,cts_buffer_depth,3,
detailed_routing,via_per_inst,5.53,
die,fp.dieW,238,um
final_timing,finalMaxSlewViolations,0,
global_routing,busiest_layer,"met1",
final_timing,fin_hold_ws,0.442,ns
place,routabilityCongestion,0.881,
setup_path,startpoint_type,"input pin",
clock_tree,cts.root.buffer_cell,"clkbuf_16",
final_timing,max_slew.worst_pin.slew,1.00,ns
detailed_routing,drt_wl_total,65800,um
setup_path,timing.rr.end,"F2.temp[4]",
cells_and_area,final_layout_size_suffix_gt1_share,11.6,%
clock_tree,cts_buffers,61,
detailed_routing,vias,16500,
yosys,synth_cells,2141,
yosys,syn_avg_cell_area,13.0,um^2
final_timing,timing.final.ws_setup,5.34,ns
power,p_total,5.14,mW
setup_path,arrival,5.13,ns
yosys,synth_seq_share,58.6,%
global_routing,met2_usage,39.0,%
yosys,yosys_warnings,26,
-- routing by layer --
layer	share of wire [%]	vias to the layer above
met4	2.2	0
met3	9.5	94
met5	0	-
li1	-	7902
met2	47	547
met1	41	7992
-- placed cells by master (no fill, tap or decap), types with 17 or more instances in the layout --
| cell type | n |
|---|---|
| nor2_1 | 168 |
| nand2_1 | 98 |
| and2_1 | 443 |
| dfxtp_1 | 154 |
| nor2b_1 | 27 |
| nand3_1 | 28 |
| xor2_1 | 44 |
| nand2b_1 | 25 |
| edfxtp_1 | 434 |
| a21oi_1 | 37 |
| nor3_1 | 21 |
| mux4_1 | 42 |
| o21ai_0 | 64 |
| mux4_2 | 75 |
| clkbuf_16 | 63 |
| clkdlybuf4s50_1 | 42 |
| mux2i_1 | 48 |
| inv_1 | 35 |
| a22oi_1 | 18 |
| ha_1 | 33 |
| nor4_1 | 17 |
| buf_4 | 63 |
| xnor2_1 | 33 |
-- synthesized netlist by cell type (all sizes together), types with 25 or more instances --
master | count | area [um^2]
nand2b | 25 | 156
and2 | 445 | 2790
mux4 | 117 | 2790
ha | 33 | 413
clkbuf | 94 | 413
o21ai | 69 | 345
xnor2 | 33 | 289
xor2 | 44 | 385
nor2 | 168 | 631
dfxtp | 165 | 3300
edfxtp | 434 | 13000
nand2 | 99 | 374
nor2b | 27 | 169
a21oi | 37 | 185
nand3 | 28 | 140
inv | 37 | 139
mux2i | 48 | 480
-- cells by family after synthesis --
logic type               Yosys count  synth area share, %
AND-OR/OR-AND                    207                 4.90
buffers and inverters            154                 2.79
flip-flops                       599                 58.6
adder cells (fa/ha/maj)           33                 1.48
multiplexers                     166                 11.8
XOR/XNOR                          77                 2.42
AND/OR/NAND/NOR                  905                 18.1
-- worst max-delay path, stage by stage --
cell,delay [ns]
clkdlybuf4s50_1,0.45
buf_4,0.30
inv_2,0.28
buf_4,0.32
nor2_1,0.28
buf_4,0.31
nand2_1,0.23
nor2b_1,0.46
nand2b_1,0.43
-- power by group --
group | total [mW] | internal [mW] | switching, mW
combinational | 0.280 | 0.112 | 0.169
clock | 2.15 | 1.22 | 0.923
sequential | 2.71 | 2.68 | 0.0354
total | 5.14 | 4.01 | 1.13
-- metrics by stage --
stage,std cells,utilization (%)
finish,2991,56.3
global route,2991,56.3
CTS,2991,56.3
detailed placement,2877,52.8
global placement,2877,52.8
floorplan,2141,-
-- area by class of cell --
| type | count | area, um^2 |
|---|---|---|
| Timing Repair Buffer | 105 | 893 |
| Sequential cell | 599 | 16300 |
| Inverter | 37 | 139 |
| Tap cell | 748 | 936 |
| Clock inverter | 30 | 228 |
| Multi-Input combinational cell | 1388 | 10800 |
| Clock buffer | 84 | 1720 |
| Fill cell | 4341 | 24100 |
-- how the worst max path moves through the flow --
stage / from / to / depth (start not counted) / slack [ns]
5_1_grt: rst / F1.mem[6][7] / 9 / 5.12
6_report: rst / F1.mem[4][5] / 9 / 5.34
4_1_cts: rst / F1.mem[4][3] / 9 / 5.40
Power is estimated from default activity; no workload was simulated.
